**flow/run.sh**
```bash
#!/bin/bash
# OpenROAD 26Q1-2900-gdf79404cd8, Yosys 0.63+post, stock flow scripts
make -C /OpenROAD-flow-scripts/flow DESIGN_CONFIG=/design/flow/config.mk WORK_HOME=/design/flow/orfs finish
```
**flow/config.mk**
```make
export PLATFORM = sky130hd
export DESIGN_NAME = SSegDisplayDriver
export DESIGN_NICKNAME = SSegDisplayDriver
export VERILOG_FILES = /design/flow/design.v
export SDC_FILE = /design/flow/constraint.sdc
export NUM_CORES = 4
export LEC_CHECK = 1
export CORE_AREA = 10 10 104 104
export DIE_AREA = 0 0 114 114
```
**flow/constraint.sdc**
```tcl
current_design SSegDisplayDriver

set clk_period 2.7
set clk_io_pct 0.2

create_clock -name clk0 -period $clk_period [get_ports {clk}]

set non_clock_inputs [all_inputs -no_clocks]
set_input_delay [expr $clk_period * $clk_io_pct] -clock clk0 $non_clock_inputs
set_output_delay [expr $clk_period * $clk_io_pct] -clock clk0 [all_outputs]
```
**flow/design.v**
```verilog
module SSegDisplayDriver (
  input  logic            clk,
  input  logic            reset,
  input  logic [6:0] HEX0,
  input  logic [6:0] HEX1,
  input  logic [6:0] HEX2,
  input  logic [6:0] HEX3,
  input  logic [6:0] HEX4,
  input  logic [6:0] HEX5,
  input  logic [6:0] HEX6,
  input  logic [6:0] HEX7,
  input  logic [7:0] dpoints,
  output logic [3:0] D1_AN,
  output logic [3:0] D2_AN,
  output logic [7:0] D1_SEG,
  output logic [7:0] D2_SEG
  );
  logic cycle_cnt_clr;
  logic index_cnt_en;
  logic [1:0] anode_index;
  logic [3:0] anode_index_onecold;
  logic [16:0] cycle_cnt;
  localparam CNT_LIMIT = 17'd100_000;
  assign cycle_cnt_clr = cycle_cnt == CNT_LIMIT;
  assign index_cnt_en = cycle_cnt_clr;
  SSDCounter #(17) cycle_cntr (
    .clk,
    .reset,
    .clr(cycle_cnt_clr),
    .cnt(cycle_cnt),
    .en(1'b1)
    );
  SSDCounter #(2) index_cntr (
    .clk,
    .reset,
    .clr(1'b0),
    .cnt(anode_index),
    .en(index_cnt_en)
    );
  OneColdDecoder #(4) anode_decode (
    .sel(anode_index),
    .out(anode_index_onecold)
    );
  always_comb begin
    D1_AN = anode_index_onecold;
    D2_AN = anode_index_onecold;
    case (anode_index)
      2'd0: begin
        D2_SEG = {~dpoints[0], HEX0};
        D1_SEG = {~dpoints[4], HEX4};
      end
      2'd1: begin
        D2_SEG = {~dpoints[1], HEX1};
        D1_SEG = {~dpoints[5], HEX5};
      end
      2'd2: begin
        D2_SEG = {~dpoints[2], HEX2};
        D1_SEG = {~dpoints[6], HEX6};
      end
      2'd3: begin
        D2_SEG = {~dpoints[3], HEX3};
        D1_SEG = {~dpoints[7], HEX7};
      end
    endcase
  end
endmodule : SSegDisplayDriver
module OneColdDecoder #(
  parameter NUM_OUTPUTS = 4
  ) (
  input  logic [$clog2(NUM_OUTPUTS)-1:0] sel,
  output logic [NUM_OUTPUTS-1:0] out
  );
  always_comb begin
    out = '1;
    out[sel] = 1'b0;
  end
endmodule : OneColdDecoder
module SSDCounter #(
  parameter WIDTH = 8
  ) (
  input  logic clk,
  input  logic reset,
  input  logic clr,
  input  logic en,
  output logic [WIDTH-1:0] cnt
  );
  always_ff @(posedge clk, posedge reset) begin
    if (reset)
      cnt <= '0;
    else if (clr)
      cnt <= '0;
    else if (en)
      cnt <= cnt + 1'b1;
  end
endmodule : SSDCounter
```
==> Changelog: implementation <==
## Implementation

- Yosys Warn Count: 4
- Post-cts hold buffer count: 0
- Yosys simple share: 0.183
- Critical Path Sink Type: output port
- Reg power frac: 0.465
- Layout overhead on the synthesized area: 72.9%
- FA/HA/MAJ Cells, Area Fraction: 0.0608
- Post-Synth AOI/OAI Area: 0.129
- Switching power of the nets: 0.000115 W
- Tally of buffers added on design ports: 89
- Placed cell area: roughly 2400 µm²
- Worst EP required: ~2.2 ns
- Critical Path Source Type: flop
- Leakage power: 1.09 nW
- Power per cell area: around 250 nW/µm²
- Mapped Cells: ~160
- RePlAce Congestion: between 0.7 and 0.8
- Largest net degree at the start of global routing: 20
- Root Buffer: clkbuf_8
- Routed Antenna Nets: 0
- Area leader, netlist: dfrtp_1
- Final WL: 4930 µm
- TritonCTS clock tree: yes
- First-pass iteration count of the detailed router: 5
- GRT Total Usage: 0.0705
- Insertion Delay late pin: 0.25 ns
- Post-route design area: 2490 µm²
- Top cells by area: dfrtp_1 33%, mux2i_1 10%, a222oi_1 9.7%
- Iter 0 DRT Violations: 227
- Slew Limit Fails: 0
- Initial antenna violation count: 0
- Combinational Power Share: 0.220
- Sw Ratio: 0.188
- Gr ovfl total: 0
- Number of synthesized flops with an enable pin: 0
- H-tree depth: 1
- Crit Path Category: reg -> out
- Worst-margin pin slew: between 0.7 and 0.8 ns
- Number of diodes: 0
- Post-cts resize count: 1
- Final setup fails: 0
- Synth Cell Area: about 1400 µm²
- #FFs+latches synth: 19
- Worst Path Arrival: 2.04 ns
- Clk sinks: 19
- MaxCap Viol Count: 0
- Clk slew on worst S/H paths: 0.07 ns
- Post-route setup TNS: 0 ns
- Hold path cells: 1
- Num rows: 34
- Final Hold Fails: 0
- Main logic family: simple AND/OR/NAND/NOR gates
- Internal: 0.000497 W
- Full die area: roughly 13000 µm²
- Post-synth area from yosys stat: 1440 µm²
- Post-synth seq share: 0.330
- Fin crit share: 0.956
- Worst-path fanout max: 15
- Synth cell types: 31
- Asr flop ratio synth: 1.00
- TritonCTS Buffers: 3
- I/O pin cnt: 90
- RSZ-0062 raised after global routing: false
- Core Area: a little under 9000 µm²
- Dominant flop cell: dfrtp_1
- Vias per inst: 4.26
- First-pass GRT wire length: 7610 µm
- Maximum vdd drop: 119 µV
- Worst Clk Skew: between 0.003 and 0.004 ns
- Initial core utilization: 0.166
- Layout cells sized above 1: 0.0492
- Post-DP HPWL: between 4000 and 5000 µm
- Post-layout minimum cycle time: 2.58 ns
- Total vias in the final route: 1500
- Mux frac, synth: 0.104
- Via count of the first global-routing pass: 1429
- Worst r2r path cells: 6
- Fill count: 903
- Min-Delay Path Class: reg -> reg
- Clock power share: 0.315
- Mapped Avg Cell Area: around 9.2 µm²
- XOR Share, Synth: 0.0851
- Post-CTS setup buffers: 0
- Avg WL per Cell: 14.0 µm
- Min Hold Slack: 0.498 ns
- Tool Warnings: 30
- Worst rel slew slack: 0.514
- Largest type area fraction: 0.330
- Fmax: 387 MHz
- Status: complete, no violations
- Maximum root-to-sink buffer count: 2
- Die Span Y: 114 µm
- Residual DRC: 0
- Yosys cell count: 156
- Horiz. Die Dim: 114 µm
==> cell families (layout without fill, tap and decap cells) <==
family                   Yosys count  count (layout)
buffers and inverters             35             123
XOR/XNOR                          14              14
AND/OR/NAND/NOR                   45              45
flip-flops                        19              19
adder cells (fa/ha/maj)            7               7
multiplexers                      15              15
AND-OR/OR-AND                     21              21
==> layout by cell type, fill, tap and decap left out, drive strengths merged, types with 5 or more instances in the layout <==
cell           netlist  routed
clkdlybuf4s50        0      89
inv                 25      25
dfrtp               19      19
mux2i               15      15
a222oi              14      14
nor2                12      12
xnor2               10      10
nand4                7       7
ha                   7       7
nand3                6       6
nand2                6       6
buf                  6       5
==> synthesized netlist by cell type, types with 4 or more instances <==
library cell,count
a222oi_1,14
buf_4,4
clkbuf_1,4
dfrtp_1,19
ha_1,7
inv_1,25
mux2i_1,15
nand2_1,6
nand3_1,6
nand4_1,7
nor2_1,12
xnor2_1,10
xor2_1,4
==> sequential cells by signal (all words and copies together) (netlist names) <==
register / flops
cycle_cntr.cnt: 17
index_cntr.cnt: 2
==> area by class of cell <==
cell class	count	area [µm²]	area share
timing repair buffer	94	928	0.373
multi-input combinational	102	812	0.326
sequential	19	475	0.191
tap	108	135	0.0543
inverter	25	93.8	0.0377
clock buffer	4	45.0	0.0181
==> power by group through the flow <==
stage	Combinational [W]	Clock [W]	Sequential, W
CTS	0.000137	0.000203	0.000284
global route	0.000146	0.000212	0.000284
finish	0.000134	0.000193	0.000285
==> final timing paths <==
| path | slack [ns] | to | start |
|---|---|---|---|
| worst min-delay path | 0.50 | cycle_cntr.cnt[15] | cycle_cntr.cnt[15] |
| worst min register to register | 0.50 | cycle_cntr.cnt[15] | cycle_cntr.cnt[15] |
| max in group asynchronous | 1.53 | cycle_cntr.cnt[2] | reset |
| min in group asynchronous | 0.70 | cycle_cntr.cnt[6] | reset |
| worst max-delay path | 0.12 | D1_SEG[0] | index_cntr.cnt[0] |
| worst max register to register | 0.69 | cycle_cntr.cnt[1] | cycle_cntr.cnt[0] |
==> critical path: stages (launching register included) <==
cell and delay, ns:
dfrtp_1 0.37, inv_1 0.10, ha_1 0.20, buf_4 0.19
a222oi_1 0.38, mux2i_1 0.12, clkdlybuf4s50_1 0.42
==> stage by stage <==
| stage | utilization | std cells | setup slack, ns | power (W) |
|---|---|---|---|---|
| after floorplan | - | 156 | 0.723 | 0.000304 |
| after global placement | 0.281 | 348 | 0.251 | 0.000424 |
| after detailed placement | 0.281 | 348 | 0.247 | 0.000426 |
| after CTS | 0.287 | 352 | 0.0681 | 0.000624 |
| after global routing | 0.287 | 352 | 0.00365 | 0.000642 |
| final | 0.287 | 352 | 0.118 | 0.000612 |
==> routing by layer <==
layer,GRT usage,share of wire,vias up
li1,-,-,733
met1,0.0909,0.45,690
met2,0.115,0.42,75
met3,0.0266,0.12,2
met4,0.00334,0.0047,0
met5,0,0,-
Power is estimated from default activity; no workload was simulated.
